==> /design/flow/design.v <==
`timescale 1ns / 1ps
module MemoryModule(
    input logic clk,
    input logic reset, load,
    input logic [3:0] random,
    output logic [3:0] memory
);
logic loadDelay;
logic risingEdge;
assign risingEdge = load & ~loadDelay;
always_ff @(posedge clk)
    begin
        loadDelay <= load;
        if (reset)
            memory <= 4'b0;
        else if (risingEdge == 1)
            memory <= random;
        else
            memory <= memory;
    end
endmodule
==> /design/flow/run.sh <==
#!/bin/bash
# OpenROAD 26Q1-2900-gdf79404cd8, Yosys 0.63+post, stock flow scripts
make -C /OpenROAD-flow-scripts/flow DESIGN_CONFIG=/design/flow/config.mk WORK_HOME=/design/flow/orfs finish
==> /design/flow/config.mk <==
export PLATFORM = sky130hd
export DESIGN_NAME = MemoryModule
export DESIGN_NICKNAME = MemoryModule
export VERILOG_FILES = /design/flow/design.v
export SDC_FILE = /design/flow/constraint.sdc
export NUM_CORES = 4
export LEC_CHECK = 1
export CORE_AREA = 10 10 70 70
export DIE_AREA = 0 0 80 80
==> /design/flow/constraint.sdc <==
current_design MemoryModule

set clk_period 1.0
set clk_io_pct 0.2

create_clock -name clk0 -period $clk_period [get_ports {clk}]

set non_clock_inputs [all_inputs -no_clocks]
set_input_delay [expr $clk_period * $clk_io_pct] -clock clk0 $non_clock_inputs
set_output_delay [expr $clk_period * $clk_io_pct] -clock clk0 [all_outputs]
==> impl_metrics.py <==
# Generated from Yosys and OpenROAD reports
metrics = {
    "power": {
        "peakVddDrop_v": 0.0002082,
        "p_leak_nw": 0.1323,
        "power_density_nw_per_um2": 1319,
        "finalPower_mw": 0.5214,
    },
    "finish": {
        "final_layout_size_suffix_gt1_frac": 0.3030,
        "flop_area_sq_um": 105.1,
        "layout.cells.non_filler": 79,
        "syn2layout_area_growth_pct": 93.86,
        "comb_area_sq_um": 103.9,
        "final_cell_area_sq_um": 395.4,
        "fillers": 400,
    },
    "detailed_routing": {
        "wl_per_cell_um": 8.063,
        "num_antenna_cells": 0,
        "drt_iter0_drc": 8,
        "drtPass1Iterations": 3,
        "drt-total-wl_um": 637,
        "final_antenna_net_count": 0,
        "routed-via-count": 185,
        "via_per_inst": 2.342,
        "drc": 0,
    },
    "synth": {
        "yosysUniqueCellTypes": 5,
        "syn_area_per_cell_sq_um": 11.33,
        "ys_seq_elements": 5,
        "synth_cells": 18,
        "ys_cells": 18,
        "ys.flop_type": "dfxtp_1",
        "async_flop_share": 0,
        "edf_count": 0,
        "top_area_cell": "dfxtp_1",
        "yosys.stat.seqShare": 0.4908,
        "yosys-top-cells-area": "dfxtp_1 49%, nand4bb_1 22%, nand2b_1 12%",
        "ys_warn_count": 1,
        "top_area_frac": 0.4908,
        "yosys_area_sq_um": 203.9,
        "synth.most_common_cell": "dfxtp_1",
        "top_cells_by_count": "5 x dfxtp_1, 4 x nand2b_1, 4 x nand4bb_1, 4 x o21ai_1, 1 x nor2b_4",
        "netlist_area_sq_um": 203.9,
    },
    "clock_network": {
        "clkTransAtPathRegs_ns": 0.04,
        "clock_sinks": 5,
        "root_buffer": "clkbuf_4",
        "numCtsBuffers": 3,
        "cts_tree": "yes",
        "htree_levels": 1,
        "cts_max_path_buffers": 2,
        "clk_latency_ns": 0.24,
        "cts_setup_buffers": 0,
    },
    "floorplanning": {
        "io_pins": 11,
        "die_area_sq_um": 6400,
        "die_w_um": 80,
        "rows": 21,
        "fp_util": 0.05971,
        "dieHeight_um": 80,
        "core-area_sq_um": 3416,
    },
    "flow_run": {
        "warnings": 25,
        "drv_cap": 0,
    },
    "timing": {
        "finClkSkew_ns": 0.0002708,
        "slew-limit-headroom": 0.8518,
        "period_minus_slack_ns": 0.9434,
        "finalSetupViolations": 0,
        "fmax_ghz": 1.060,
        "hold_viol": 0,
        "rsz0062_at_grt": "no",
        "worst_pin_slew_ns": 0.2216,
        "postLayoutSetupSlackWorst_ns": 0.05657,
        "finalCritPeriodShare": 0.9434,
        "drv_slew": 0,
    },
    "worst_setup_path": {
        "cp_data_required_time_ns": 0.80,
        "worst_setup_path_start_kind": "flop",
        "end_kind": "output pin",
        "crit_buf_inv": 1,
        "path_cells": "clkdlybuf4s15_1",
        "critPathArrivalTime_ns": 0.74,
        "crit_fanout": 2,
        "cp_top_family": "flip-flops",
        "max_stage_delay_ns": 0.32,
        "crit_slowest_cell": "dfxtp_2",
        "crit_type": "flop to output pin",
    },
    "placement": {
        "placed_area_sq_um": 369.1,
        "place_inst": 75,
        "dp_hpwl_um": 486.5,
        "place_congestion": 0.7278,
        "portBuffers": 10,
        "post-place-ws_ns": -0.1104,
    },
    "outcome": {
        "status": "completed",
    },
    "global_routing": {
        "gr-usage-all-layers": 0.02157,
        "grt_pass1_wl_um": 993,
        "grt-ovfl-total": 0,
        "grt_start_max_net_pins": 9,
        "antenna_found_initial": 0,
        "grt_pass1_vias": 187,
    },
    "worst_hold_path": {
        "min_path_type": "flop to flop",
    },
}
==> stage by stage <==
| stage | utilization | hold slack (ns) | setup TNS [ns] |
|---|---|---|---|
| final | 0.1158 | 0.4651 | 0 |
| after global routing | 0.1158 | 0.4904 | 0 |
| after CTS | 0.1165 | 0.4657 | 0 |
| after detailed placement | 0.1081 | 0.4639 | -0.4327 |
| after global placement | 0.1081 | 0.4541 | -0.4190 |
| after floorplan | - | 0.2277 | 0 |
==> kinds of logic (layout without fill, tap and decap cells) <==
| kind of cell | after synthesis | count (layout) | synth area share |
|---|---|---|---|
| AND/OR/NAND/NOR | 9 | 9 | 0.4110 |
| AND-OR/OR-AND | 4 | 4 | 0.09816 |
| buffers and inverters | 0 | 15 | 0 |
| flip-flops | 5 | 5 | 0.4908 |
==> timing repair <==
action | 4_1_cts | 5_1_grt
resized | 10 | 3
hold buffers | 0 | 0
endpoints found under the setup margin | 4 | 3
==> worst min-delay path, cell delays in order, from the launching register on <==
cell and delay [ns]:
dfxtp_2 0.31, nand2b_1 0.06, o21ai_1 0.05
==> layout make-up <==
class                           instances  area share
Clock buffer                            4     0.06646
Sequential cell                         5      0.2658
Multi-Input combinational cell         13      0.2627
Tap cell                               46      0.1456
Timing Repair Buffer                   11      0.2595
==> sequential cells by signal (all words and copies together), names as in the netlist <==
register,cells
memory,4
loadDelay,1
==> report_power, final <==
part,switching (mW),internal [mW],leakage (nW)
logic,0.0174,0.0456,0.0745
registers,0.00717,0.212,0.0428
clock network,0.0882,0.151,0.0150
==> path summary, 6_finish.rpt <==
check	from	to	slack [ns]	depth (start not counted)
setup / recovery	memory[2]	memory[2]	0.06	1
hold / removal	memory[3]	memory[3]	0.47	2
setup reg to reg	loadDelay	memory[1]	0.26	2
hold reg to reg	memory[3]	memory[3]	0.47	2
==> per-layer routing <==
layer | wire (um) | GRT usage | part of all wire | up-vias
li1 | - | - | - | 96
met3 | 161 | 0.03295 | 0.25 | 0
met1 | 294 | 0.02538 | 0.46 | 76
met2 | 181 | 0.02006 | 0.28 | 13
met4 | 0 | 0.001761 | 0 | 0
met5 | 0 | 0 | 0 | -
==> layout by cell type, fill, tap and decap left out <==
cell,count
clkdlybuf4s50_1,6
nand2b_1,4
nand4bb_1,4
o21ai_1,4
dfxtp_2,4
clkbuf_4,3
clkdlybuf4s15_1,3
nor2b_4,1
clkbuf_1,1
dfxtp_1,1
clkbuf_2,1
buf_4,1
No activity file was given, so power comes from the tool's default toggle rates.
