--- ./design.v ---
`timescale 1ns / 1ps
module RandomNumberGenerator(
    input logic reset,
    input logic clk,
    output logic [3:0]movement
    );
    logic feedback;
    logic [15:0]register;
    assign feedback = register[15] ^ register[14] ^ register[12] ^ register[2];
    always_ff@(posedge clk)
    begin
        if(reset)
            register <= 16'h0001;
        else
            register <= {register[14:0], feedback};
    end
    assign movement = register[3:0];
endmodule
--- ./run.sh ---
#!/bin/bash
# OpenROAD 26Q1-2900-gdf79404cd8, Yosys 0.63+post, stock flow scripts
make -C /OpenROAD-flow-scripts/flow DESIGN_CONFIG=/design/flow/config.mk WORK_HOME=/design/flow/orfs finish
--- ./constraint.sdc ---
current_design RandomNumberGenerator

set clk_period 1.2
set clk_io_pct 0.2

create_clock -name clk0 -period $clk_period [get_ports {clk}]

set non_clock_inputs [all_inputs -no_clocks]
set_input_delay [expr $clk_period * $clk_io_pct] -clock clk0 $non_clock_inputs
set_output_delay [expr $clk_period * $clk_io_pct] -clock clk0 [all_outputs]
--- ./config.mk ---
export PLATFORM = sky130hd
export DESIGN_NAME = RandomNumberGenerator
export DESIGN_NICKNAME = RandomNumberGenerator
export VERILOG_FILES = /design/flow/design.v
export SDC_FILE = /design/flow/constraint.sdc
export NUM_CORES = 4
export LEC_CHECK = 1
export CORE_AREA = 10 10 70 70
export DIE_AREA = 0 0 80 80
==> flow_summary.ini <==
; generated from flow reports
[global_route]
antenna_found_initial = 0
grt.overflow.total = 0
grt_use_total = 0.0228
grt_max_degree = 10
grt_pass1_vias = 245
grt_pass1_wl_mm = 1.12

[power_and_ir_drop]
total_power_uw = 919
p_leak_nw = 0.253
comb_power_share = 0.038
clock_power_share = 0.370
powerDensity_mw_per_mm2 = 1490
p_switching_uw = 172
vdd.ir_drop.worst_uv = 257
switching_share = 0.187
seqPwrFrac = 0.592
p_int_uw = 747

[cts]
cts_hold_buf = 0
cts_max_level = 1
cts_tree = built
cts_buffer_depth = 2
cts_buffers = 3
cts-root-buf = clkbuf_4
clock_latency_ps = 280
clk_pin_slew_ps = 80
cts.sinks = 16

[logic_synthesis]
yosys.area.top_type = dfxtp_1
ys_cells = 40
synth.avg_cell_area_um2 = 12.2
synth_cell_types = 7
ys_warn_count = 1
top_cells_by_count = 16 x dfxtp_1, 14 x nor2b_1, 5 x buf_4
edf_count = 0
ys.flops = 16
ys_seq_frac = 0.658
topCellsByArea = dfxtp_1 66%, nor2b_1 18%, buf_4 7.7%
ys.flop_type = dfxtp_1
yosysMostFrequentCell = dfxtp_1
async_flop_share = 0
yosysTopAreaCellShare = 0.658
ys_area_um2 = 487
synthesis.area_um2 = 487
syn-instance-count = 40

[timing]
max_freq_mhz = 927
fin_crit_sh = 0.899
skew_ps = 4.06
setup_tns_ps = 0
worst_pin_slew_ps = 161
fin_hold_ws_ps = 448
rsz0062_at_grt = no
slew_violations = 0
fin_crit_ps = 1080
slew_headroom = 0.892
hold_viol = 0
fin_ws_ps = 121
setup_viol = 0

[drt]
drtAntennaViolNets = 0
drcViolationCount = 0
drtIter0Drc = 32
avgRoutedWirePerCell_um = 7.20
first_pass_iters = 2
route.vias.total = 247
routed_wl_um = 670
insertedDiodeCount = 0
post_drt_via_cell_ratio = 2.66

[setup_path]
max_stage_delay_ps = 330
crit_fanout = 2
crit_type = reg -> out
path_buffers = 1
crit_path_start_kind = register
crit_arrival_ps = 840
cp_cell_sequence = dlygate4sd2_1
worst-endpoint-required_ps = 960
crit_path_end_kind = output port
slowest_stage = dfxtp_2
critPathTopFamily = flip-flops

[run]
cap_violations = 0
warnings = 25

[hold_path]
hold_class = reg -> reg

[die]
rows = 21
core_region_area_mm2 = 0.00342
die_w_um = 80
fp.dieH_um = 80
ios = 6
initial_core_util = 0.142
chip_area_mm2 = 0.00640

[cells_and_area]
top_register = register
fillers = 382
drive_above_1_share = 0.255
largest_reg_flops = 16
top_regs = register: 16 flops
fin_cells = 93
syn_to_final_growth_pct = 26.5

[place]
place_ws_ps = 109
place.gp.congestion = 0.650
port_buffers = 5
dp_hpwl_um = 463
dp_cells = 88

[run_status]
status = finished, final reports clean
-- worst reg2reg max path, stage by stage (launching register included) --
cell,delay (ps)
dfxtp_2,320
buf_4,130
xor2_1,160
xnor2_1,160
nand2b_1,70
-- per-layer routing --
| layer | vias to the layer above | GRT usage | share of wire |
|---|---|---|---|
| met5 | - | 0 | 0 |
| met4 | 0 | 0.00352 | 0 |
| met3 | 0 | 0.0261 | 0.15 |
| met2 | 8 | 0.0257 | 0.35 |
| met1 | 111 | 0.0278 | 0.50 |
| li1 | 128 | - | - |
-- path summary, 6_finish.rpt --
check / depth (start not counted) / slack (ps) / start / end
max: 1 / 120 / register[3] / movement[3]
min: 1 / 450 / register[9] / register[10]
max reg2reg: 4 / 260 / register[2] / register[0]
min reg2reg: 1 / 450 / register[9] / register[10]
-- cells in the final DEF, fill, tap and decap left out --
cell type and n:
nor2b_2 1, xor2_1 2, clkbuf_4 3, buf_4 3, clkdlybuf4s50_1 1, clkbuf_8 1, dfxtp_1 12, xnor2_1 1
nor2b_1 14, dfxtp_2 4, dlygate4sd2_1 4, nand2b_1 1
-- cell families after synthesis --
kind of cell           synth area share
buffers and inverters            0.0771
AND/OR/NAND/NOR                   0.211
XOR/XNOR                         0.0540
flip-flops                        0.658
-- power by group through the flow --
| stage | logic (mW) | clock network, mW | registers, mW |
|---|---|---|---|
| 6_report | 0.0347 | 0.340 | 0.544 |
| 5_1_grt | 0.0390 | 0.376 | 0.545 |
| 4_1_cts | 0.0358 | 0.351 | 0.544 |
-- layout make-up --
type / instances / area [µm²] / share of cell area
flip-flops and latches: 16 / 325 / 0.528
multi-input cells: 19 / 129 / 0.209
well taps: 46 / 57.6 / 0.0935
repair buffers: 8 / 67.6 / 0.110
clock buffers: 4 / 36.3 / 0.0589
-- through the flow --
| stage | util | cell area (µm²) |
|---|---|---|
| CTS | 0.180 | 616 |
| detailed placement | 0.167 | 572 |
| finish | 0.180 | 616 |
| global placement | 0.167 | 572 |
| global route | 0.180 | 616 |
| floorplan | - | 487 |
-- timing repair --
| item | CTS | global route |
|---|---|---|
| setup endpoints to repair | 4 | 0 |
| gates resized | 8 | 0 |
| buffers inserted | 1 | 0 |
No activity file was given, so power comes from the tool's default toggle rates.
