$ cat design/flow/run.sh
#!/bin/bash
# OpenROAD 26Q1-2900-gdf79404cd8, Yosys 0.63+post, stock flow scripts
make -C /OpenROAD-flow-scripts/flow DESIGN_CONFIG=/design/flow/config.mk WORK_HOME=/design/flow/orfs finish
$ cat design/flow/constraint.sdc
current_design scoreCalculate

set clk_period 3.3
set clk_io_pct 0.2

create_clock -name clk0 -period $clk_period [get_ports {clk}]

set non_clock_inputs [all_inputs -no_clocks]
set_input_delay [expr $clk_period * $clk_io_pct] -clock clk0 $non_clock_inputs
set_output_delay [expr $clk_period * $clk_io_pct] -clock clk0 [all_outputs]
$ cat design/flow/config.mk
export PLATFORM = sky130hd
export DESIGN_NAME = scoreCalculate
export DESIGN_NICKNAME = scoreCalculate
export VERILOG_FILES = /design/flow/design.v
export SDC_FILE = /design/flow/constraint.sdc
export NUM_CORES = 4
export LEC_CHECK = 1
export CORE_AREA = 10 10 96 96
export DIE_AREA = 0 0 106 106
$ cat design/flow/design.v
module scoreCalculate(clk,reset,inc_rp,inc_lp,dec_rp,dec_lp,left_score_low,left_score_high, right_score_low,right_score_high);
input clk;
input reset;
input inc_rp,inc_lp,dec_rp,dec_lp;
output logic [3:0]left_score_high;
output logic [3:0]left_score_low;
output logic [3:0]right_score_high;
output logic [3:0]right_score_low;
always @(posedge clk)
begin
	if(reset)
	begin
	left_score_low <= 0;
	right_score_low <= 0;
	right_score_high <= 0;
	left_score_high <= 0;
	end
	else
	begin
	if(inc_rp == 1)
	begin
		if(right_score_low < 10)
			right_score_low <= right_score_low + 1;
		if(right_score_low == 9)
		begin
			right_score_low <= 0;
			if(right_score_high == 9)
				right_score_high <= 0;
			else
				right_score_high <= right_score_high + 1;
		end
	end
	if(inc_lp == 1)
		if(left_score_low < 10)
			left_score_low <= left_score_low + 1;
		if(left_score_low == 9)
		begin
			left_score_low <= 0;
			if(left_score_high == 9)
				left_score_high <= 0;
			else
				left_score_high <= left_score_high + 1;
		end
	if(dec_rp == 1)
		if(right_score_low > 0)
			right_score_low <= right_score_low - 1;
		if(right_score_low == 0)
		begin
			right_score_low <= 9;
			if(right_score_high ==  0)
				right_score_low <= 9;
			else
			right_score_high <= right_score_high - 1;
		end
	if(dec_lp == 1)
		if(left_score_low > 0)
			left_score_low <= left_score_low - 1;
		if(left_score_low == 0)
		begin
			left_score_low <= 9;
			if(left_score_high == 0)
				left_score_low <= 9;
			else
				left_score_high <= left_score_high - 1;
		end
	end
end
endmodule
==> results.json <==
{
  "ys_seq_elements": 16,
  "tns_ns": 0,
  "cap_violations": 0,
  "max_freq_mhz": 479,
  "async_flop_share_pct": 0,
  "ys_area_um2": 1350,
  "enable_flop_cells": 0,
  "grt.met1_usage_pct": 7.20,
  "clkSlewWorstSetupHoldPaths_ns": 0.07,
  "period_used_pct": 63.2,
  "grt_pass1_wl_um": 5180,
  "min_period_ns": 2.09,
  "port-buffer-count": 21,
  "clockBufferDepth": 2,
  "worstSetupStartpointType": "flip-flop",
  "ff2ff_setup_slack_ns": 1.21,
  "io_pins": 22,
  "crit_type": "reg2reg",
  "post-cts-setup-buffers": 0,
  "grt_usage_pct": 5.29,
  "tightest_slew_ns": 0.665,
  "grt_max_degree": 17,
  "synth-warning-count": 1,
  "fp_util_pct": 18.7,
  "root_buffer": "clkbuf_8",
  "die_area_um2": 11200,
  "cts_hold_buf": 0,
  "compound_area_share_pct": 30.7,
  "rsz0062_at_grt": "false",
  "crit_end": "left_score_high[3]",
  "core_area_um2": 7210,
  "drive_above_1_share_pct": 6.86,
  "netlist_instances": 160,
  "vdd_ir_drop_max_uv": 196,
  "drt_iter0_markers": 27,
  "cpPeakStageDelay_ns": 0.40,
  "synth_top_flop_cell": "dfxtp_1",
  "power_mw": 1.10,
  "cts_buffers": 3,
  "drt-total-wl_um": 3080,
  "area_delta_synth_final_pct": 22.1,
  "fp.dieW_um": 106,
  "dpl.hpwl_um": 2280,
  "setup_violations": 0,
  "cp_slowest_cell": "dfxtp_1",
  "via_count": 1189,
  "instances_no_fill": 274,
  "fin_area_um2": 1640,
  "ff2ff_path_depth": 6,
  "grt_antenna_before_repair": 0,
  "worstSetupEndpointType": "flip-flop",
  "grt_util_met3_pct": 2.02,
  "placedCellCount": 271,
  "p_per_area_nw_per_um2": 670,
  "cp_cell_sequence": "inv_1 -> ha_1 -> or3b_1 -> a21oi_2 -> mux2_2 -> a211oi_1",
  "cp.arrival_ns": 2.24,
  "syn_area_um2": 1350,
  "yosysCellCount": 160,
  "slew_viol_final": 0,
  "gp_congestion": 0.818,
  "synth-xor-area-share_pct": 0.651,
  "hold_violations": 0,
  "ant_nets": 0,
  "skew_ns": 0.000548,
  "place_ws_ns": 1.08,
  "warning_count": 35,
  "grt_overflow": 0,
  "post_dp_cell_area_um2": 1600,
  "hp-class": "reg2reg",
  "cp_max_fo": 10,
  "vias_per_cell": 4.34,
  "synth_cell_types": 50,
  "avgSynthCellArea_um2": 8.41,
  "ys_sh_simple_pct": 18.9,
  "insertion_delay_ns": 0.25,
  "cts_resized": 0,
  "fin_ws_ns": 1.21,
  "postSynthSeqShare_pct": 23.8,
  "reg2reg_to": "left_score_high[3]",
  "antenna_cells": 0,
  "hold_start": "right_score_high[3]",
  "rows": 31,
  "wl_per_cell_um": 11.2,
  "top_usage_layer": "met2",
  "logic_family": "AND-OR/OR-AND gates",
  "drt_first_pass_iters": 5,
  "cts_tree": "built",
  "grt_pass1_vias": 1075,
  "fillers": 797,
  "outcome": "complete, no violations",
  "p_leak_nw": 0.588,
  "cp-startpoint": "left_score_low[1]",
  "max-slew-margin-rel_pct": 55.5,
  "timing.rr.start": "left_score_low[1]",
  "grt_use_met2_pct": 8.17,
  "cp_data_required_time_ns": 3.46,
  "drc": 0,
  "mux_area_share_pct": 3.07,
  "fa_ha_area_share_pct": 13.0,
  "h-tree-depth": 1,
  "cts_num_sinks": 16,
  "fp.dieH_um": 106
}
## stage by stage
step,util (%),hold slack (ns)
2_1_floorplan,-,0.487
3_3_place_gp,22.2,0.562
3_5_place_dp,22.2,0.552
4_1_cts,22.8,0.569
5_1_grt,22.8,0.615
6_report,22.8,0.562
## cell usage after synthesis, types with 3 or more instances
master	count	area share, %
dfxtp_1	16	24
o21ai_0	12	4.5
a21oi_1	12	4.5
ha_1	14	13
a311oi_1	4	2.6
nand2b_1	3	1.4
nand2_1	9	2.5
a31oi_1	4	1.9
nor3_1	3	1.1
nand3b_1	3	1.7
a211oi_1	6	3.3
mux2i_1	3	2.2
buf_6	3	2.5
inv_1	15	4.2
nor2_1	5	1.4
## power by group
| part | switching [mW] | internal (mW) | total [mW] |
|---|---|---|---|
| registers | 0.128 | 0.254 | 0.382 |
| clock network | 0.0688 | 0.0809 | 0.150 |
| logic | 0.249 | 0.321 | 0.570 |
## layout make-up
cell class	count	area, µm²	share of cell area, %
Clock buffer	3	41.3	2.51
Sequential cell	16	320	19.5
Tap cell	99	124	7.53
Inverter	15	56.3	3.42
Timing Repair Buffer	21	210	12.8
Multi-Input combinational cell	120	892	54.3
## per-layer routing
| layer | up-vias | share of wire [%] | wire length [µm] |
|---|---|---|---|
| met1 | 547 | 50 | 1550 |
| met3 | 0 | 5.9 | 182 |
| met4 | 0 | 0 | 0 |
| li1 | 627 | - | - |
| met5 | - | 0 | 0 |
| met2 | 15 | 44 | 1350 |
## critical path: cells and delay by family, from the launching register on
kind,cells,cell delay (ns)
buffers and inverters,1,0.13
muxes,1,0.37
DFF,1,0.40
and+or+nand+nor,1,0.40
adders and majority gates,1,0.24
AOI/OAI and AO/OA,2,0.45
## logic make-up (layout without fill, tap and decap cells)
logic type,after synthesis,in the layout
AOI/OAI and AO/OA,59,59
xor gates and xnor gates,1,1
adders and majority gates,14,14
buffers and inverters,24,39
DFF,16,16
muxes,4,4
and+or+nand+nor,42,42
## state kept, by name, indices dropped and copies added (netlist names)
register,count
right_score_low,4
left_score_low,4
left_score_high,4
right_score_high,4
## how the worst min path moves through the flow
stage,endpoint,slack (ns),cells past startpoint
final,right_score_high[3],0.56,2
after global routing,right_score_high[3],0.62,2
after CTS,right_score_high[3],0.57,2
## placed cells by master (no fill, tap or decap), drive strengths merged, types with 2 or more instances in the layout
| master | Yosys | layout |
|---|---|---|
| nand4 | 2 | 2 |
| a22oi | 2 | 2 |
| nand2b | 3 | 3 |
| a21oi | 13 | 13 |
| and4b | 2 | 2 |
| a211oi | 6 | 6 |
| nand3b | 3 | 3 |
| mux2i | 3 | 3 |
| dfxtp | 16 | 16 |
| o21a | 2 | 2 |
| a21o | 2 | 2 |
| o211ai | 2 | 2 |
| inv | 15 | 15 |
| nor2b | 2 | 2 |
| a311oi | 4 | 4 |
| clkdlybuf4s50 | 0 | 21 |
| o21ai | 12 | 12 |
| nand3 | 2 | 2 |
| a31oi | 4 | 4 |
| a2111oi | 2 | 2 |
| or2 | 2 | 2 |
| clkbuf | 2 | 3 |
| nand2 | 9 | 9 |
| a221oi | 2 | 2 |
| nor2 | 5 | 5 |
| or3 | 2 | 2 |
| nor3b | 2 | 2 |
| nor3 | 3 | 3 |
| ha | 14 | 14 |
| and3 | 2 | 2 |
| o311a | 2 | 2 |
Power is estimated from default activity; no workload was simulated.
